--- flow/design.v ---
module div3 ( input clk, rst, output clk_out);
  reg [1:0] pos2, neg2;
  always @ ( posedge clk) begin
    if (!rst)
      pos2 <= 0;
    else if (pos2 == 2)
      pos2 <= 0;
    else
      pos2 <= pos2 +1;
  end
  always @ (negedge clk) begin
    if (!rst)
      neg2 <= 0;
    else if ( neg2 == 2)
      neg2 <= 0;
    else
      neg2 <= neg2 + 1;
  end
  assign clk_out = ((pos2 == 2) | (neg2 == 2));
endmodule
--- flow/run.sh ---
#!/bin/bash
# OpenROAD 26Q1-2900-gdf79404cd8, Yosys 0.63+post, stock flow scripts
make -C /OpenROAD-flow-scripts/flow DESIGN_CONFIG=/design/flow/config.mk WORK_HOME=/design/flow/orfs finish
--- flow/config.mk ---
export PLATFORM = sky130hd
export DESIGN_NAME = div3
export DESIGN_NICKNAME = div3
export VERILOG_FILES = /design/flow/design.v
export SDC_FILE = /design/flow/constraint.sdc
export NUM_CORES = 4
export LEC_CHECK = 1
export CORE_AREA = 10 10 70 70
export DIE_AREA = 0 0 80 80
--- flow/constraint.sdc ---
current_design div3

set clk_period 1.0
set clk_io_pct 0.2

create_clock -name clk0 -period $clk_period [get_ports {clk}]

set non_clock_inputs [all_inputs -no_clocks]
set_input_delay [expr $clk_period * $clk_io_pct] -clock clk0 $non_clock_inputs
set_output_delay [expr $clk_period * $clk_io_pct] -clock clk0 [all_outputs]
==> run_summary.xml <==
<?xml version="1.0" encoding="UTF-8"?>
<metrics>
  <group name="timing">
    <metric name="setup_viol" unit="">1</metric>
    <metric name="worstMarginPinSlew" unit="ns">0.109</metric>
    <metric name="grt_setup_unrepaired" unit="">yes</metric>
    <metric name="finalMaxSlewViolations" unit="">0</metric>
    <metric name="final_tally_of_hold_violations" unit="">0</metric>
    <metric name="finalWorstSetupSlack" unit="ns">-0.794</metric>
    <metric name="timing.max_slew.rel_slack" unit="%">92.7</metric>
    <metric name="post_route_clock_skew" unit="ns">0.000373</metric>
  </group>
  <group name="synth">
    <metric name="yosys.stat.chipArea" unit="sq um">168</metric>
    <metric name="top_area_cell" unit="">sky130_fd_sc_hd__dfxtp_1</metric>
    <metric name="seq_area_frac_synth" unit="%">47.8</metric>
    <metric name="synth.distinct_cells" unit="">6</metric>
    <metric name="share_of_the_synthesized_area_in_the_top_cell_type" unit="%">47.8</metric>
    <metric name="register_bit_count_reported_by_yosys" unit="">4</metric>
    <metric name="postSynthAreaPerCell" unit="sq um">12.0</metric>
    <metric name="combined_area_of_all_synthesized_cells" unit="sq um">168</metric>
    <metric name="postSynthCellCount" unit="">14</metric>
    <metric name="yosysWarningCount" unit="">1</metric>
    <metric name="total_cells_reported_by_yosys_after_synthesis" unit="">14</metric>
    <metric name="top_cells_by_area" unit="">sky130_fd_sc_hd__dfxtp_1, sky130_fd_sc_hd__nor3b_2, sky130_fd_sc_hd__ha_1</metric>
  </group>
  <group name="placed_design">
    <metric name="io_buffers" unit="">2</metric>
    <metric name="gp_congestion" unit="">0.604</metric>
    <metric name="dp_hpwl" unit="um">254</metric>
    <metric name="post_dp_cell_area" unit="sq um">289</metric>
  </group>
  <group name="clock_tree">
    <metric name="htree_levels" unit="">1</metric>
    <metric name="cts_buffer_depth" unit="">2</metric>
    <metric name="root_buffer" unit="">sky130_fd_sc_hd__clkbuf_4</metric>
    <metric name="cts_inserted_buffers" unit="">3</metric>
    <metric name="postCtsSetupBuffers" unit="">0</metric>
    <metric name="cts_hold_repair.buffers" unit="">0</metric>
    <metric name="clock.latency.late_pin" unit="ns">0.29</metric>
    <metric name="clkSinkCount" unit="">4</metric>
    <metric name="worst_setup_hold_path_clk_slew" unit="ns">0.04</metric>
    <metric name="tritoncts_clock_tree" unit="">yes</metric>
  </group>
  <group name="die">
    <metric name="floorplanUtilization" unit="%">4.91</metric>
    <metric name="area_of_the_chip" unit="sq um">6400</metric>
    <metric name="die_height" unit="um">80</metric>
    <metric name="io-pin-count" unit="">3</metric>
    <metric name="standard_cell_rows" unit="">21</metric>
    <metric name="placeableCoreArea" unit="sq um">3420</metric>
    <metric name="die_width" unit="um">80</metric>
  </group>
  <group name="cells_and_area">
    <metric name="area_added_between_synthesis_and_finish" unit="%">91.8</metric>
    <metric name="layout_cell_share_with_drive_strength_beyond_1" unit="%">64.0</metric>
    <metric name="final_cell_area" unit="sq um">322</metric>
  </group>
  <group name="power_and_ir_drop">
    <metric name="p_clk_share" unit="%">41.1</metric>
    <metric name="switchingPower" unit="W">0.000166</metric>
    <metric name="power_frac_comb" unit="%">24.3</metric>
    <metric name="p_total" unit="W">0.000619</metric>
    <metric name="seq_power_share" unit="%">34.6</metric>
    <metric name="pint" unit="W">0.000453</metric>
    <metric name="power_switching_share" unit="%">26.8</metric>
    <metric name="irDropWorstVdd" unit="V">0.000278</metric>
    <metric name="power_per_cell_area" unit="nW/um^2">1930</metric>
    <metric name="p_leak" unit="nW">0.132</metric>
  </group>
  <group name="setup_path">
    <metric name="worst-path-max-fanout" unit="">2</metric>
    <metric name="end_kind" unit="">output pin</metric>
    <metric name="cp.arrival" unit="ns">1.59</metric>
    <metric name="worst_ep_required_time" unit="ns">0.80</metric>
    <metric name="critPathLaunchType" unit="">flop</metric>
    <metric name="path_class" unit="">reg2out</metric>
  </group>
  <group name="min_path">
    <metric name="hold_path_class" unit="">reg2reg</metric>
  </group>
  <group name="global_route">
    <metric name="fraction_of_met1_tracks_used_by_global_routing" unit="%">0.797</metric>
    <metric name="antenna_found_initial" unit="">1</metric>
    <metric name="first_global_vias" unit="">155</metric>
    <metric name="global_route_usage_sum" unit="%">1.34</metric>
    <metric name="grt_pass1_wl" unit="um">579</metric>
    <metric name="groute.layer.met2.usage" unit="%">1.44</metric>
    <metric name="maximum_number_of_pins_on_one_net_before_global_route_repair" unit="">4</metric>
    <metric name="globalRouteMet3Util" unit="%">2.84</metric>
    <metric name="top_usage_layer" unit="">met3</metric>
    <metric name="grt_overflow_total" unit="">0</metric>
  </group>
  <group name="routing">
    <metric name="post_drt_via_cell_ratio" unit="">1.86</metric>
    <metric name="drc_errors_left" unit="">0</metric>
    <metric name="drt_first_iter_violations" unit="">8</metric>
    <metric name="wirelength" unit="um">340</metric>
    <metric name="wl_per_cell" unit="um">4.72</metric>
    <metric name="final_antenna_net_count" unit="">0</metric>
    <metric name="firstDrtPassIters" unit="">2</metric>
    <metric name="dr_total_vias" unit="">134</metric>
  </group>
  <group name="run">
    <metric name="openroad.warnings" unit="">30</metric>
    <metric name="max-cap-violations" unit="">0</metric>
  </group>
  <group name="outcome">
    <metric name="failed_checks" unit="">setup timing</metric>
    <metric name="outcome" unit="">finished with violations</metric>
  </group>
</metrics>
[stage by stage]
| step | setup TNS [ns] | hold slack [ns] | instances | util (%) | setup slack (ns) |
|---|---|---|---|---|---|
| CTS | -0.812 | 0.414 | 71 | 9.16 | -0.812 |
| global route | -0.867 | 0.416 | 72 | 9.41 | -0.867 |
| finish | -0.794 | 0.400 | 72 | 9.41 | -0.794 |
| detailed placement | -1.76 | 0.408 | 66 | 8.46 | -0.797 |
| global placement | -1.65 | 0.402 | 66 | 8.46 | -0.791 |
| floorplan | -0.379 | 0.357 | 14 | - | -0.379 |
[routing by layer]
layer | vias to the layer above | share of wire (%) | routed length (um)
met5 | - | 0 | 0
li1 | 68 | - | -
met2 | 6 | 34 | 115
met3 | 0 | 29 | 99
met4 | 0 | 0 | 0
met1 | 60 | 37 | 125
[state kept, by name (all words and copies together), names as in the netlist]
name,flops
pos2,2
neg2,2
[cell usage in the layout, fill, tap and decap left out, drive strengths merged]
master       netlist  routed
dfxtp              4       4
nor3b              4       4
or2                1       1
dlygate4sd2        0       1
clkbuf             0       4
ha                 2       2
buf                0       5
diode              0       1
inv                3       4
[cell usage after synthesis]
cell type	count
sky130_fd_sc_hd__dfxtp_1	4
sky130_fd_sc_hd__or2_1	1
sky130_fd_sc_hd__ha_1	2
sky130_fd_sc_hd__nor3b_1	1
sky130_fd_sc_hd__inv_1	3
sky130_fd_sc_hd__nor3b_2	3
[worst max-delay path, stage by stage, from the launching register on]
cell and delay, ns:
sky130_fd_sc_hd__dfxtp_2 0.32, sky130_fd_sc_hd__inv_2 0.04, sky130_fd_sc_hd__ha_4 0.14, sky130_fd_sc_hd__or2_1 0.19
sky130_fd_sc_hd__buf_2 0.11
[worst paths after layout]
kind                                         start                  to  slack [ns]  depth (start not counted)
worst max-delay path            neg2[0]$_SDFF_NP0_             clk_out       -0.79                          4
worst min-delay path            pos2[0]$_SDFF_PP0_  pos2[0]$_SDFF_PP0_        0.40                          1
worst max register to register  pos2[0]$_SDFF_PP0_  pos2[0]$_SDFF_PP0_        0.08                          4
worst min register to register  pos2[0]$_SDFF_PP0_  pos2[0]$_SDFF_PP0_        0.40                          1
[power by group through the flow]
stage,sequential (W),clock (W),combinational (W)
final,0.000214,0.000255,0.000151
after global routing,0.000218,0.000295,0.000171
after CTS,0.000212,0.000272,0.000150
[repair_timing]
item	in CTS	in global routing
cloned	0	0
endpoints found under the setup margin	3	2
gates resized	4	2
[cells by family (layout without fill, tap and decap cells)]
kind of cell	after synthesis	after routing	share of synthesized area (%)
fa+ha+maj	2	2	14.9
buf+inv	3	14	6.72
simple gates	5	5	30.6
other cells	0	1	0
flops	4	4	47.8
[area by class of cell]
type / count / area [sq um]
Antenna cell: 1 / 2.50
Sequential cell: 4 / 82.6
Inverter: 2 / 7.51
Clock buffer: 4 / 26.3
Fill cell: 401 / 3090
Tap cell: 46 / 57.6
Clock inverter: 2 / 7.51
Timing Repair Buffer: 6 / 43.8
Multi-Input combinational cell: 7 / 93.8
