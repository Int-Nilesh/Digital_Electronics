==> ./design.v <==
module divider (input [7:0] in, input [3:0] n, output reg [7:0] out);
  always @(in or n) begin
    if (n > 0 && in[n-1])begin  
      out = in >> n;
      out = out + 1;  
    end
    else
      out = in >> n;  
  end
endmodule
==> ./run.sh <==
#!/bin/bash
# OpenROAD 26Q1-2900-gdf79404cd8, Yosys 0.63+post, stock flow scripts
make -C /OpenROAD-flow-scripts/flow DESIGN_CONFIG=/design/flow/config.mk WORK_HOME=/design/flow/orfs finish
==> ./config.mk <==
export PLATFORM = sky130hd
export DESIGN_NAME = divider
export DESIGN_NICKNAME = divider
export VERILOG_FILES = /design/flow/design.v
export SDC_FILE = /design/flow/constraint.sdc
export NUM_CORES = 4
export LEC_CHECK = 1
export CORE_AREA = 10 10 70 70
export DIE_AREA = 0 0 80 80
==> ./constraint.sdc <==
current_design divider

set clk_period 4.1
set clk_io_pct 0.2

create_clock -name clk0 -period $clk_period

set non_clock_inputs [all_inputs -no_clocks]
set_input_delay [expr $clk_period * $clk_io_pct] -clock clk0 $non_clock_inputs
set_output_delay [expr $clk_period * $clk_io_pct] -clock clk0 [all_outputs]
==> metrics.txt <==
# HELP chip_impl_metric Yosys and OpenROAD flow results
# TYPE chip_impl_metric gauge
chip_impl_metric{name="warning_count",unit=""} 34
chip_impl_metric{name="initial_utilization",unit="%"} 19.7
chip_impl_metric{name="finalWorstPathRequiredPeriod",unit="ns"} 4.00
chip_impl_metric{name="cp_num_buf_inv",unit=""} 3
chip_impl_metric{name="max_slew_margin",unit="%"} 72.6
chip_impl_metric{name="cp_slowest_stage_delay",unit="ns"} 0.47
chip_impl_info{name="cp_slowest_cell",value="mux4_2"} 1
chip_impl_info{name="cp-start-kind",value="input port"} 1
chip_impl_metric{name="sequential_cell_total",unit=""} 0
chip_impl_metric{name="gp_congestion",unit=""} 0.874
chip_impl_metric{name="routed_wirelength",unit="µm"} 1880
chip_impl_metric{name="fin_crit_share",unit="%"} 97.5
chip_impl_metric{name="layout-area-overhead-vs-synth",unit="%"} 66.1
chip_impl_metric{name="dieArea",unit="µm²"} 6400
chip_impl_metric{name="drtAntennaViolNets",unit=""} 0
chip_impl_metric{name="layout-drive-gt1-share",unit="%"} 43.0
chip_impl_info{name="rsz0062_at_grt",value="false"} 1
chip_impl_info{name="critical_path.cell_chain",value="clkdlybuf4s50_1 > buf_4 > mux4_2 > mux2_4 > o21ai_4 > nor2_2 > mux2_4 > clkdlybuf4s50_1"} 1
chip_impl_metric{name="syn_inst",unit=""} 75
chip_impl_metric{name="vias",unit=""} 714
chip_impl_info{name="setup.worst_path.class",value="in -> out"} 1
chip_impl_metric{name="die_height",unit="µm"} 80
chip_impl_metric{name="grt_first_pass_wirelength",unit="µm"} 3220
chip_impl_metric{name="power_leakage",unit="nW"} 0.527
chip_impl_metric{name="final_setup_fails",unit=""} 0
chip_impl_metric{name="mappedNetlistArea",unit="µm²"} 672
chip_impl_info{name="timing.critical_path.max_delay_family",value="multiplexers"} 1
chip_impl_metric{name="yosysWarningCount",unit=""} 1
chip_impl_metric{name="drt_iter0_markers",unit=""} 13
chip_impl_metric{name="achievable-frequency",unit="GHz"} 0.250
chip_impl_metric{name="grt_use_total",unit="%"} 5.76
chip_impl_metric{name="power_density",unit="nW/µm²"} 109
chip_impl_metric{name="ys_cells",unit=""} 75
chip_impl_metric{name="core_area",unit="µm²"} 3420
chip_impl_metric{name="number_of_inserted_diodes",unit=""} 0
chip_impl_metric{name="worst_hold_slack",unit="ns"} 2.34
chip_impl_metric{name="placed_instances",unit=""} 156
chip_impl_metric{name="drt-vias-per-instance",unit=""} 4.46
chip_impl_metric{name="crit_required",unit="ns"} 3.28
chip_impl_metric{name="num_io_pins",unit=""} 20
chip_impl_metric{name="drv_cap",unit=""} 0
chip_impl_metric{name="antenna_violations_before_repair",unit=""} 0
chip_impl_metric{name="die_width",unit="µm"} 80
chip_impl_metric{name="io_buffers",unit=""} 20
chip_impl_metric{name="sequential_cell_area_fraction_in_the_yosys_report",unit="%"} 0
chip_impl_metric{name="post-route-drc-count",unit=""} 0
chip_impl_metric{name="library_cells_used_by_synthesis",unit=""} 42
chip_impl_metric{name="synth_area_per_cell",unit="µm²"} 8.96
chip_impl_metric{name="globalRoute.totalOverflow",unit=""} 0
chip_impl_metric{name="hpwl",unit="µm"} 1580
chip_impl_metric{name="ir_drop",unit="V"} 0.0000450
chip_impl_metric{name="worst_pin_slew",unit="ns"} 0.408
chip_impl_metric{name="timing_hold_violations_final",unit=""} 0
chip_impl_metric{name="routedWlPerCell",unit="µm"} 11.7
chip_impl_info{name="end_kind",value="primary output"} 1
chip_impl_metric{name="worst-endpoint-arrival",unit="ns"} 3.18
chip_impl_metric{name="nFillCells",unit=""} 365
chip_impl_metric{name="finalNonFillerCells",unit=""} 160
chip_impl_metric{name="grt_start_max_net_pins",unit=""} 11
chip_impl_info{name="run_status",value="completed"} 1
chip_impl_metric{name="vias_in_the_first_global_route",unit=""} 720
chip_impl_metric{name="yosysChipArea",unit="µm²"} 672
chip_impl_metric{name="worst-path-max-fanout",unit=""} 7
chip_impl_metric{name="n_clock_buffer",unit=""} 0
chip_impl_metric{name="combGateArea",unit="µm²"} 651
chip_impl_info{name="worstHoldPathType",value="in -> out"} 1
chip_impl_metric{name="cts_hold_buffers",unit=""} 0
chip_impl_metric{name="sequential_cell_area",unit="µm²"} 0
chip_impl_metric{name="row_count",unit=""} 21
chip_impl_metric{name="number_of_optimization_iterations_in_the_first_detailed_route_pass",unit=""} 4
chip_impl_metric{name="finalMaxSlewViolations",unit=""} 0
## routing by layer
| metal | global-route usage (%) | share of wire [%] | wire length [µm] |
|---|---|---|---|
| met1 | 9.10 | 54 | 1020 |
| met2 | 8.03 | 37 | 692 |
| met3 | 1.36 | 8.6 | 162 |
| met4 | 0 | 0 | 0 |
| met5 | 0 | 0 | 0 |
## cell usage after synthesis (3+ instances only)
cell,number,area [µm²]
mux2_2,4,45.0
nand2_1,5,18.8
nor2_1,6,22.5
ha_1,3,37.5
inv_1,4,15.0
and2b_2,3,26.3
buf_6,3,33.8
mux2i_1,5,50.1
mux4_2,3,67.6
xnor2_1,3,26.3
## power by group
group | internal, mW | total, mW | switching, mW
Combinational | 0.0714 | 0.121 | 0.0499
Clock | 0 | 0 | 0
Sequential | 0 | 0 | 0
## metrics by stage
| stage | utilization, % | TNS (ns) | total power [mW] | setup slack [ns] | cell area (µm²) |
|---|---|---|---|---|---|
| 2_1_floorplan | - | 0 | 0.0623 | 0.661 | 672 |
| 3_3_place_gp | 30.3 | -0.577 | 0.112 | -0.188 | 1030 |
| 3_5_place_dp | 30.3 | -0.754 | 0.113 | -0.210 | 1030 |
| 4_1_cts | 31.4 | -0.0224 | 0.118 | -0.0224 | 1070 |
| 5_1_grt | 32.7 | 0 | 0.133 | 0.0177 | 1120 |
| 6_report | 32.7 | 0 | 0.121 | 0.100 | 1120 |
## logic make-up (layout without fill, tap and decap cells)
kind of cell / after synthesis / in the layout / synth area share [%]
AND-OR/OR-AND: 13 / 13 / 17.1
XOR/XNOR: 4 / 4 / 5.22
adder cells (fa/ha/maj): 3 / 3 / 5.59
buffers and inverters: 9 / 48 / 8.56
multiplexers: 16 / 16 / 35.9
AND/OR/NAND/NOR: 30 / 30 / 27.6
## worst paths after layout
check | end | slack [ns] | from | cells past startpoint
worst max-delay path | out[1] | 0.10 | in[4] | 8
worst min-delay path | out[6] | 2.34 | in[7] | 6
## final cells by class
class	count	area share (%)
Timing Repair Buffer	43	34.8
Multi-Input combinational cell	66	58.3
Tap cell	46	5.16
Inverter	5	1.79
## cells in the final DEF, fill, tap and decap left out, types with 2 or more instances in the layout
master and count:
clkdlybuf4s50_1 11, dlymetal6s2s_1 6, xnor2_1 3, nand2_1 5, inv_1 4, nor4_2 3
mux4_2 4, mux2_4 2, nand3b_1 2, buf_4 22, mux2_2 3, dlygate4sd2_1 3
mux2i_1 4, nor2_1 6, and2b_2 3
## what timing repair did
action                                  CTS  global route
pin swaps                                 3            10
setup buffers                             1             3
endpoints found under the setup margin    8             5
resized                                  10             9
Power figures rest on the tool's default switching activity, not on a simulated workload.
