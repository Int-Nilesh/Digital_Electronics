--- /design/flow/config.mk ---
export PLATFORM = sky130hd
export DESIGN_NAME = PISO
export DESIGN_NICKNAME = PISO
export VERILOG_FILES = /design/flow/design.v
export SDC_FILE = /design/flow/constraint.sdc
export NUM_CORES = 4
export LEC_CHECK = 1
export CORE_AREA = 10 10 70 70
export DIE_AREA = 0 0 80 80
--- /design/flow/constraint.sdc ---
current_design PISO

set clk_period 1.4
set clk_io_pct 0.2

create_clock -name clk0 -period $clk_period [get_ports {clk}]

set non_clock_inputs [all_inputs -no_clocks]
set_input_delay [expr $clk_period * $clk_io_pct] -clock clk0 $non_clock_inputs
set_output_delay [expr $clk_period * $clk_io_pct] -clock clk0 [all_outputs]
--- /design/flow/design.v ---
module PISO(input clk,
            input rst,
            input wire [3:0] p_in, 
            output reg s_out,
            output reg empty
            );
  reg [1:0] count;
  always @(posedge clk) begin
    if (!rst) begin
      count <= 0;
      s_out <= 0;
      empty <= 0;
    end
    if(count <= 2'b11 && rst) begin
      empty <= 0;
      s_out <= 0;
    end
    if(count > 2'b11 && rst) begin
      count <= 0;
      empty <= 1;
    end
    if (!empty && rst) begin
      count <= count +1;
      case (count)
        2'b00: s_out <= p_in[0];
        2'b01: s_out <= p_in[1];
        2'b10: s_out <= p_in[2];
        2'b11: s_out <= p_in[3];
        default: s_out <= 0;
      endcase
    end
    if(count == 2'b11 && rst) begin
      count <= 0;
      empty <= 1;
    end
  end
endmodule
--- /design/flow/run.sh ---
#!/bin/bash
# OpenROAD 26Q1-2900-gdf79404cd8, Yosys 0.63+post, stock flow scripts
make -C /OpenROAD-flow-scripts/flow DESIGN_CONFIG=/design/flow/config.mk WORK_HOME=/design/flow/orfs finish
==> impl_metrics.tcl <==
# implementation run metrics
set metrics [dict create \
    layout_top_cell "clkdlybuf4s50_1" \
    port_buffers 7 \
    hold_path_end "s_out$_SDFF_PN0_" \
    drt-vias-per-instance 2.27 \
    yosysWarnings 1 \
    die_h_um 80 \
    max_cap_viol_count 0 \
    place_congestion 0.762 \
    crit_chain "clkdlybuf4s50_1" \
    track_usage_pct 1.67 \
    grt_first_pass_wirelength_um 765 \
    post-route-period-util_pct 95.8 \
    hold_depth 1 \
    dr.pass1.iters 4 \
    slew_headroom_pct 78.4 \
    dp_hpwl_um 372 \
    setup.worst_path.class "reg -> out" \
    yosys-top-cells-area "dfxtp_1, ha_1, a2111oi_2, inv_1, a222oi_1" \
    dieArea_mm2 0.00640 \
    postSynthAreaPerCell_um2 10.2 \
    die_w_um 80 \
    placed_cell_area_um2 343 \
    ys_ff 4 \
    crit_family "buffers and inverters" \
    root_buffer "clkbuf_4" \
    fin_area_um2 369 \
    grt_max_degree 5 \
    vias 175 \
    cp_max_fo 4 \
    yosys_cells 21 \
    syn_area_um2 215 \
    setup_viol 0 \
    top_area_share_pct 37.2 \
    cts_tree "yes" \
    routed_wl_um 452 \
    yosysSeqAreaShare_pct 37.2 \
    power.leakage_nw 0.147 \
    worstSkewPairLatency_ns 0.23 \
    fin_ws_ns 0.0586 \
    htree_levels 1 \
    antenna_found_initial 0 \
    hp-class "reg -> reg" \
    tightest_slew_ns 0.324 \
    setup_tns_ns 0 \
    worstPathArrival_ns 1.06 \
    crit_slowest_cell "clkdlybuf4s50_1" \
    hp-start "empty$_SDFF_PP1_" \
    p_per_area_mw_per_mm2 1080 \
    crit_buf_inv 1 \
    drt_iter0_markers 11 \
    yosysTopAreaCell "dfxtp_1" \
    min_period_ns 1.34 \
    ir_drop_mv 0.243 \
    r2r_start "count[0]$_SDFFE_PP0P_" \
    antenna_cells 0 \
    end_kind "output pin" \
    numCtsBuffers 3 \
    rows 21 \
    ys_area_um2 215 \
    ctsHoldBuffers 0 \
    ant_nets 0 \
    drc 0 \
    syn_to_final_growth_pct 71.5 \
    outcome "finished, final reports clean" \
    worstRegToRegCells 4 \
    rsz0062_at_grt "no" \
    synth_cells 21 \
    drive_gt1_share_pct 16.1 \
    fp_util_pct 6.30 \
    grt_pass1_vias 180 \
    slew_violations 0 \
    regToRegSetupSlack_ns 0.15 \
    final_core_util_pct 10.8 \
    clock_skew_ns 0.00370 \
    clk_pin_slew_worst_paths_ns 0.04 \
    io_pins 8 \
    dp_slack_ns 0.0964 \
    synthDistinctLibCells 11 \
    warnings 28 \
    crit_path_start_kind "flop" \
    hold-worst-slack_ns 0.453 \
    max_freq_ghz 0.746 \
    reg2reg_to "s_out$_SDFF_PN0_" \
    mostFrequentLayoutCells "clkdlybuf4s50_1, inv_1, ha_1" \
    max_stage_delay_ns 0.47 \
    hold_violations 0 \
    grt.overflow.total 0 \
    detail_route.wl_per_cell_um 5.87 \
    cts.sinks 4 \
    core_area_mm2 0.00342 \
    cp_data_required_time_ns 1.12 \
    clockBufferDepth 2 \
]
## how the worst max path moves through the flow
stage	to	startpoint	cells past startpoint	slack, ns
after CTS	empty	empty$_SDFF_PP1_	1	0.02
final	empty	empty$_SDFF_PP1_	1	0.06
after global routing	empty	empty$_SDFF_PP1_	1	0.02
## sequential cells by signal, indices dropped and copies added (netlist names)
register,flops
s_out,1
count,2
empty,1
## cells in the mapped netlist (all sizes together)
| master | number |
|---|---|
| nor2 | 2 |
| a222oi | 1 |
| inv | 4 |
| xor2 | 1 |
| and2 | 1 |
| ha | 4 |
| nor2b | 1 |
| mux2i | 1 |
| a2111oi | 1 |
| nand2b | 1 |
| dfxtp | 4 |
## area by class of cell
class | instances | area, um^2
inverter | 4 | 15.0
multi-input combinational | 13 | 120
sequential | 4 | 83.8
fill | 395 | 3050
tap | 46 | 57.6
clock buffer | 3 | 22.5
timing repair buffer | 7 | 70.1
## power by group
group          internal, mW  total [mW]  switching [mW]
sequential            0.135       0.152          0.0168
combinational        0.0660       0.108          0.0420
clock                0.0955       0.137          0.0420
## per-stage QoR
step / instances / power, mW
final: 77 / 0.398
after global routing: 77 / 0.438
after CTS: 77 / 0.407
after detailed placement: 74 / 0.264
after global placement: 74 / 0.261
after floorplan: 21 / 0.219
## logic make-up after synthesis
kind of cell    count (synthesis)  synth area share, %
mux                             1                 4.65
buf+inv                         4                 6.97
simple gates                    5                 12.2
compound gates                  2                 11.6
fa+ha+maj                       4                 23.3
flops                           4                 37.2
xor+xnor                        1                 4.07
## repair_timing
item	in CTS	in global routing
endpoints found under the setup margin	1	1
hold endpoints to repair	0	0
setup buffers	0	0
gates resized	1	1
## per-layer routing
metal  vias to the layer above  part of all wire (%)  global-route usage, %
met4                         0                     0                  0.352
met1                        73                    45                   1.87
li1                         91                     -                      -
met2                        11                    23                   1.44
met5                         -                     0                      0
met3                         0                    32                   2.73
No activity file was given, so power comes from the tool's default toggle rates.
